### flow/config.mk
export PLATFORM = sky130hd
export DESIGN_NAME = arith_4_bit
export DESIGN_NICKNAME = arith_4_bit
export VERILOG_FILES = /design/flow/design.v
export SDC_FILE = /design/flow/constraint.sdc
export NUM_CORES = 4
export LEC_CHECK = 1
export CORE_AREA = 10 10 70 70
export DIE_AREA = 0 0 80 80
### flow/constraint.sdc
current_design arith_4_bit

set clk_period 3.4
set clk_io_pct 0.2

create_clock -name clk0 -period $clk_period

set non_clock_inputs [all_inputs -no_clocks]
set_input_delay [expr $clk_period * $clk_io_pct] -clock clk0 $non_clock_inputs
set_output_delay [expr $clk_period * $clk_io_pct] -clock clk0 [all_outputs]
### flow/design.v
module arith_4_bit (cin,s2,s1,i,j,sum,carryout);
	input cin,s2,s1;
	input [3:0] i;
	input [3:0] j;
	output [3:0] sum;
	output carryout;
	myFA FA_1(i[0],y1,cin,c1,sum[0]);
	myFA FA_2(i[1],y2,c1,c2,sum[1]);
	myFA FA_3(i[2],y3,c2,c3,sum[2]);
	myFA FA_4(i[3],y4,c3,c4,sum[3]);
	mux MUX_1(j[0],!j[0],1'b0,1'b1,s2,s1,1'b1,y1);
	mux MUX_2(j[1],!j[1],1'b0,1'b1,s2,s1,1'b1,y2);
	mux MUX_3(j[2],!j[2],1'b0,1'b1,s2,s1,1'b1,y3);
	mux MUX_4(j[3],!j[3],1'b0,1'b1,s2,s1,1'b1,y4);
endmodule
module mux(I0,I1,I2,I3,s1,s0,Enable,y);
	input I0,I1,I2,I3,s1,s0,Enable;
	output y;
	reg y;
	always @( I0 or I1 or I2 or I3 or s1 or s0 or Enable)	
	begin
		if (Enable ==1 )
		begin
			if (s1==0 && s0==0 )
				y<=I0;
			else if(s1==0 && s0==1)
				y<=I1;
			else if(s1==1 && s0==0)
				y<=I2;
			else
				y<=I3;
		end
		else
			y=0;
	end
endmodule
module myFA(a,b,cin,cout,sum);
	input a,b,cin;
	output cout,sum;
	reg cout,sum;
	always @(a or b or cin )
	begin
		sum=(a^b^cin);
		cout=(a&b)|(cin&(a^b));
	end
endmodule
### flow/run.sh
#!/bin/bash
# OpenROAD 26Q1-2900-gdf79404cd8, Yosys 0.63+post, stock flow scripts
make -C /OpenROAD-flow-scripts/flow DESIGN_CONFIG=/design/flow/config.mk WORK_HOME=/design/flow/orfs finish
==> qor.csv <==
metric,value,unit
diodes,0,
slew_violations,0,
grt_pass1_vias,189,
yosys-top-cells-area,"fa_1 (28%), buf_4 (21%), xnor2_1 (16%)",
grt_overflow,0,
mux_share,0,%
fp-utilization,6.227,%
drt-total-wl,610,um
vias_per_cell,1.926,
gp_congestion,0.8180,
synth_area,212.7,um^2
ys_sh_adder,28.24,%
finalWorstSetupSlack,136.8,ps
rsz0062_at_grt,no,
core-area,3416,um^2
synth_seq_share,0,%
hold_slack,1964,ps
area_delta_synth_final,92.35,%
finalClockPeriodUsage,95.98,%
dieHeight,80,um
cp.required,2720,ps
dp_cells,81,
hpwl,555.1,um
synthTopLogicFamily,buffers and inverters,
irDropWorstVdd,48.01,uV
crit_path_start_kind,input pin,
hold_path.class,input pin to output pin,
register_area,0,um^2
num_rows,21,
antenna_found_initial,0,
drt_iter0_markers,0,
largest_area_cell,fa_1,
netlist_instances,24,
utilization,11.98,%
grtUsageTotal,2.000,%
flop-count,0,
drc,0,
final_area,409.1,um^2
firstDrtPassIters,1,
dp_slack,-671.7,ps
holdPathStages,5,
antenna_left,0,
placed_cell_area,390.4,um^2
powerDensity,152.1,nW/um^2
wl_per_cell,7.531,um
max_freq,306.4,MHz
io_pins,16,
cp_max_fo,3,
die_width,80,um
warnings,32,
ys_cells,24,
yosys_warnings,11,
yosys_area,212.7,um^2
finalPower,62.25,uW
status,finished clean,
hold_start,s2,
portBuffers,15,
grt_pass1_wl,1021,um
ys_sh_aoi,0,%
avgSynthCellArea,8.863,um^2
leakagePower,0.1850,nW
ys_sh_xor,27.06,%
finalSetupViolations,0,
grt_start_max_net_pins,4,
die-area,6400,um^2
path_class,input pin to output pin,
finalCriticalPeriod,3263,ps
crit_path_end_kind,output pin,
fin_tns_setup,0,ps
cp-startpoint,s2,
yosysUniqueCellTypes,9,
worstPathArrival,2580,ps
final_hold_viol_count,0,
yosys.area_share.simple,12.94,%
drive_above_1_share,40.00,%
vias,156,
drv_cap,0,
nClkBuffers,0,
final-instance-count-excl-fill,81,
top_area_share,28.24,%
[where the power goes]
part | internal [mW] | switching [mW]
Sequential | 0 | 0
Clock | 0 | 0
Combinational | 0.0424 | 0.0199
Total | 0.0424 | 0.0199
[kinds of logic after synthesis]
| family | count (synthesis) |
|---|---|
| buffers and inverters | 11 |
| other | 1 |
| adders and majority gates | 3 |
| and+or+nand+nor | 4 |
| xor gates and xnor gates | 5 |
[layer usage]
layer / GRT usage, % / share of wire, % / vias to the layer above
li1: - / - / 82
met1: 2.961 / 51 / 60
met2: 2.408 / 26 / 14
met3: 1.364 / 23 / 0
met4: 0 / 0 / 0
met5: 0 / 0 / -
[synthesized netlist by cell type (all sizes together)]
cell,count
buf,6
inv,5
xnor2,4
fa,3
nand2b,2
and2b,1
conb,1
nor2b,1
xnor3,1
[final timing paths]
path                  to
hold / removal    sum[3]
setup / recovery  sum[3]
[final cells by class]
| class | instances | area (um^2) |
|---|---|---|
| tap | 46 | 57.56 |
| multi-input combinational | 13 | 186.4 |
| fill | 405 | 3007 |
| inverter | 5 | 18.77 |
| timing repair buffer | 17 | 146.4 |
[layout by cell type, fill, tap and decap left out, types with 2 or more instances in the layout]
cell and n:
clkdlybuf4s50_1 7, inv_1 5, dlygate4sd2_1 4, xnor2_2 3, fa_2 3, buf_2 2, buf_4 2
[repair_timing]
action                     in CTS  in global routing
resized                        22                  2
setup endpoints to repair       3                  1
pin swaps                       6                  5
buffers inserted                0                  0
hold buffers                    0                  0
[critical path, cell delays in order]
cell	delay, ps
buf_2	120
nand2b_4	140
xnor2_2	130
fa_2	200
inv_1	50
fa_2	330
fa_2	360
xnor2_2	210
xnor3_1	230
buf_2	120
Power figures rest on the tool's default switching activity, not on a simulated workload.
